`flow/run.sh`:
```
#!/bin/bash
# OpenROAD 26Q1-2900-gdf79404cd8, Yosys 0.63+post, stock flow scripts
make -C /OpenROAD-flow-scripts/flow DESIGN_CONFIG=/design/flow/config.mk WORK_HOME=/design/flow/orfs finish
```
`flow/config.mk`:
```
export PLATFORM = sky130hd
export DESIGN_NAME = flagreg
export DESIGN_NICKNAME = flagreg
export VERILOG_FILES = /design/flow/design.v
export SDC_FILE = /design/flow/constraint.sdc
export NUM_CORES = 4
export LEC_CHECK = 1
export CORE_AREA = 10 10 70 70
export DIE_AREA = 0 0 80 80
```
`flow/design.v`:
```
`timescale 1ns / 1ps
module flagreg(A,B,Oper,R,carry,flag,overflow);
    input [7:0]R,A,B;
    input [4:0]Oper;
    input carry,overflow;
    output reg [7:0]flag;
    ovrflw O(A,B,Oper,R,overflow);
    always @*
   begin
   flag[0]=carry;    
   if(R[7])
   flag[1]=1'b1;     
   else flag[1]=1'b0;
   if (R==0)
   flag[2]=1'b1;     
   else flag[2]=1'b0;
  flag[3]=~^R;     
  flag[4]=overflow;  
  flag[5]=0;
  flag[6]=0;
  flag[7]=0;
 end   
endmodule
module ovrflw( A,B,Oper,R,overflow);
input [7:0] A,B,R;
input [4:0]Oper;
output  reg overflow;
 always@*
 begin
 if (Oper==00000)
 overflow = (~A[7] & ~B[7] & R[7]) | (A[7] & B[7] & ~R[7]);
 else if(Oper==00001)
   overflow = (~A[7] & B[7] & R[7]) | (A[7] & ~B[7] & ~R[7]);
 else 
 overflow=0;
 end
 endmodule
```
`flow/constraint.sdc`:
```
current_design flagreg

set clk_period 1.2
set clk_io_pct 0.2

create_clock -name clk0 -period $clk_period

set non_clock_inputs [all_inputs -no_clocks]
set_input_delay [expr $clk_period * $clk_io_pct] -clock clk0 $non_clock_inputs
set_output_delay [expr $clk_period * $clk_io_pct] -clock clk0 [all_outputs]
```
==> run summary <==
yosys + openroad results -> error that ended the run=ERROR: Found 1 problems in 'check -assert'., Last stage=synthesis, Adders+Majority by Area=between 20% and 30%, Seq share, synth=0%, Top cell area share=24.2%, yosys stat chip area=206 um^2, XOR/XNOR share of the synthesized area=between 10% and 20%, cell type with the largest total area=ha_1, Yosys warnings=2, distinct lib cells=11, yosys cell count=29, Synth mux share=4.85%, Post-Synth Simple-Gate Area=15.8%, Compound Share, Synth=0%, Top non-seq family=buffers and inverters, Top cells by area=ha_1 (24%), buf_4 (22%), inv_1 (15%), status=did not finish
-- cell usage after synthesis (all sizes together) --
| master | number |
|---|---|
| xnor2 | 3 |
| and4 | 1 |
| nor2 | 1 |
| mux2i | 1 |
| or4 | 1 |
| buf | 6 |
| conb | 1 |
| ha | 4 |
| nor2b | 2 |
| inv | 8 |
| xor2 | 1 |
-- logic make-up after synthesis --
kind of cell,Yosys count
mux,1
buf+inv,14
other cells,1
fa+ha+maj,4
simple gates,5
xor+xnor,4
